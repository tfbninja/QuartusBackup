==> design/flow/design.v <==
module LCHS(
	output		     [6:0]		HEX0,
	output		     [6:0]		HEX1,
	output		     [6:0]		HEX2,
	output		     [6:0]		HEX3,
	output				  [9:0] 		LEDR,
	input 			  [9:0] 		SW
);
	wire on, off;
	wire [6:0] l, c, h, s;
	assign on = 5'b0;  
	assign off = !on;
	assign l[0] = off;
	assign l[1] = off;
	assign l[2] = off;
	assign l[3] = on;
	assign l[4] = on;
	assign l[5] = on;
	assign l[6] = off;
	assign c[0] = on;
	assign c[1] = off;
	assign c[2] = off;
	assign c[3] = on;
	assign c[4] = on;
	assign c[5] = on;
	assign c[6] = off;
	assign h[0] = off;
	assign h[1] = on;
	assign h[2] = on;
	assign h[3] = off;
	assign h[4] = on;
	assign h[5] = on;
	assign h[6] = on;
	assign s[0] = on;
	assign s[1] = off;
	assign s[2] = on;
	assign s[3] = on;
	assign s[4] = off;
	assign s[5] = on;
	assign s[6] = on;
	assign HEX3[6:0] = SW[7] ? (SW[6] ? s : h) : (SW[6] ? c : l);
	assign HEX2[6:0] = SW[5] ? (SW[4] ? s : h) : (SW[4] ? c : l);
	assign HEX1[6:0] = SW[3] ? (SW[2] ? s : h) : (SW[2] ? c : l);
	assign HEX0[6:0] = SW[1] ? (SW[0] ? s : h) : (SW[0] ? c : l);
	assign LEDR[9:0] = SW[9:0];
endmodule
==> design/flow/run.sh <==
#!/bin/bash
# OpenROAD 26Q1-2900-gdf79404cd8, Yosys 0.63+post, stock flow scripts
make -C /OpenROAD-flow-scripts/flow DESIGN_CONFIG=/design/flow/config.mk WORK_HOME=/design/flow/orfs finish
==> design/flow/config.mk <==
export PLATFORM = sky130hd
export DESIGN_NAME = LCHS
export DESIGN_NICKNAME = LCHS
export VERILOG_FILES = /design/flow/design.v
export SDC_FILE = /design/flow/constraint.sdc
export NUM_CORES = 4
export LEC_CHECK = 1
export CORE_AREA = 10 10 70 70
export DIE_AREA = 0 0 80 80
==> design/flow/constraint.sdc <==
current_design LCHS

set clk_period 1.0
set clk_io_pct 0.2

create_clock -name clk0 -period $clk_period

set non_clock_inputs [all_inputs -no_clocks]
set_input_delay [expr $clk_period * $clk_io_pct] -clock clk0 $non_clock_inputs
set_output_delay [expr $clk_period * $clk_io_pct] -clock clk0 [all_outputs]
==> flow_summary.ini <==
; physical design summary
[run_status]
status = complete, no violations

[yosys]
yosysTopAreaCellShare = 0.5538
area_leaders = buf_4 55%, inv_1 12%, and2_1 10%, nand2b_1 10%, nor2b_1 10%
yosys.area.top_type = buf_4
yosys_cells = 39
ys_chip_area_um2 = 244.0
mappedNetlistArea_um2 = 244.0
ys_types = 6
synth_area_per_cell_um2 = 6.256
ys_seq_frac = 0
synth_cells = 39
synth-warning-count = 0

[finish]
synthToLayoutAreaGrowth_pct = 130.3
regArea_um2 = 0
final_cell_mix = 26 x dlygate4sd2_1, 6 x clkdlybuf4s50_1, 5 x buf_4
final_cells = 111
post_route_cells_drive_above_1_share = 0.2308
clock_buffers = 0
final_common_cell = dlygate4sd2_1
design.seq.count = 0

[sta]
finalHoldViolCount = 0
min_period_ns = 0.9737
setup_viol = 0
fmax_mhz = 1027
rsz0062_at_grt = no
period_used_share = 0.9737
whs_ns = 0.4000
drv_slew = 0

[hold_path]
min_path_type = input port to output pin

[routing]
routed_wl_mm = 1.098
ant_nets = 0
dr.pass1.iters = 2
post_drt_wl_per_cell_um = 9.892
drt_iter0_drc = 5
drc = 0
vias_per_cell = 2.378
dr_total_vias = 264
antenna_cells = 0

[global_routing]
grt_pass1_wl_mm = 1.442
grt_pass1_vias = 262
grt.total_usage = 0.02725
grt_overflow = 0
antenna_found_initial = 0
grt_start_max_net_pins = 6

[critical_path]
cp-endpoint = LEDR[6]
cp_num_cells = 2
path_cells = buf_4 > clkdlybuf4s50_1
critPathBufInv = 2
crit_start = SW[6]
crit_path_start_kind = input port
cp_data_required_time_ns = 0.80
crit_path_max_incr_delay_ns = 0.47
crit_type = input port to output pin
path_max_fanout = 5
endpoint_kind = output pin
critPathArrivalTime_ns = 0.77
critPathTopFamily = buffers and inverters
critPathSlowestCell = clkdlybuf4s50_1

[pwr]
power.total_mw = 0.1604
swShare = 0.2676
p_switching_mw = 0.04294
clockPowerShare = 0
p_int_mw = 0.1175
seq_power_share = 0
comb_power_share = 1.000
ir_worst_vdd_v = 0.00006280
cellPowerDensity_nw_per_um2 = 285.6
total_leakage_power_nw = 0.3032

[floorplanning]
die_y_um = 80
core_um2 = 3416
ios = 48
die_area_um2 = 6400
die_w_um = 80
std_cell_rows = 21
fp_util = 0.07143

[run]
warnings = 32
maxCapViolations = 0

[place]
dp.final_hpwl_mm = 1.052
io_buffers = 40
dp_cells = 112
place_congestion = 0.6647

[clock_tree]
hold_buffers = 0
-- how the worst min path moves through the flow --
stage     start  endpoint  slack [ns]  cells past startpoint
4_1_cts   SW[8]   LEDR[8]        0.40                      0
5_1_grt   SW[8]   LEDR[8]        0.40                      0
6_report  SW[8]   LEDR[8]        0.40                      0
-- cell families after synthesis --
group / share of synthesized area
buffers and inverters: 0.6769
other: 0.01537
AND/OR/NAND/NOR: 0.3076
-- layout make-up --
type / instances / area [µm²]
Fill cell: 411 / 2854
Timing Repair Buffer: 41 / 374.1
Multi-Input combinational cell: 16 / 100.1
Tap cell: 46 / 57.56
Inverter: 8 / 30.03
-- repair_timing --
item | CTS | global route
gates resized | 76 | 0
endpoints found under the setup margin | 32 | 0
endpoints found under the hold margin | 0 | 0
setup buffers | 0 | 0
-- power groups by stage --
stage,registers [mW],logic [mW],clock network (mW)
finish,0,0.160,0
CTS,0,0.168,0
global route,0,0.179,0
-- metal layers --
metal / global-route usage / wire length [µm] / share of wire / vias to the layer above
met3: 0.01591 / 166 / 0.15 / 0
li1: - / - / - / 140
met1: 0.02637 / 353 / 0.32 / 105
met5: 0 / 0 / 0 / -
met2: 0.05136 / 578 / 0.53 / 19
met4: 0 / 0 / 0 / 0
-- Yosys cell counts --
library cell	instances
conb_1	1
inv_1	8
nand2b_1	4
buf_4	18
and2_1	4
nor2b_1	4
-- through the flow --
stage	TNS (ns)	instance area (µm²)	utilization	worst slack (ns)
2_1_floorplan	0	255.2	-	0.4789
3_3_place_gp	-15.44	593.1	0.1736	-0.5607
3_5_place_dp	-15.73	593.1	0.1736	-0.5787
4_1_cts	0	561.8	0.1645	0.01633
5_1_grt	0	561.8	0.1645	0.001373
6_report	0	561.8	0.1645	0.02633
Power figures rest on the tool's default switching activity, not on a simulated workload.

==> flow/design.v <==
module add3(in, out);
	input [3:0] in;
	output [3:0] out;
	reg [3:0] out;
	always @ (in)
		case (in)
		4'b0000: out <= 4'b0000;
		4'b0001: out <= 4'b0001;
		4'b0010: out <= 4'b0010;
		4'b0011: out <= 4'b0011;
		4'b0100: out <= 4'b0100;
		4'b0101: out <= 4'b1000;
		4'b0110: out <= 4'b1001;
		4'b0111: out <= 4'b1010;
		4'b1000: out <= 4'b1011;
		4'b1001: out <= 4'b1100;
		default: out <= 4'b0000;
		endcase
endmodule
module binary_to_bcd(A, ONES, TENS, HUNDREDS);
	input [7:0] A;
	output [3:0] ONES, TENS;
	output [1:0] HUNDREDS;
	wire [3:0] c1, c2, c3, c4, c5, c6, c7;
	wire [3:0] d1, d2, d3, d4, d5, d6, d7;
	assign d1 = {1'b0, A[7:5]};
	assign d2 = {c1[2:0], A[4]};
	assign d3 = {c2[2:0], A[3]};
	assign d4 = {c3[2:0], A[2]};
	assign d5 = {c4[2:0], A[1]};
	assign d6 = {1'b0, c1[3], c2[3], c3[3]};
	assign d7 = {c6[2:0], c4[3]};
	add3 m1(d1, c1);
	add3 m2(d2, c2);
	add3 m3(d3, c3);
	add3 m4(d4, c4);
	add3 m5(d5, c5);
	add3 m6(d6, c6);
	add3 m7(d7, c7);
	assign ONES = {c5[2:0], A[0]};
	assign TENS = {c7[2:0], c5[3]};
	assign HUNDREDS = {c6[3], c7[3]};
endmodule
==> flow/run.sh <==
#!/bin/bash
# OpenROAD 26Q1-2900-gdf79404cd8, Yosys 0.63+post, stock flow scripts
make -C /OpenROAD-flow-scripts/flow DESIGN_CONFIG=/design/flow/config.mk WORK_HOME=/design/flow/orfs finish
==> flow/config.mk <==
export PLATFORM = sky130hd
export DESIGN_NAME = binary_to_bcd
export DESIGN_NICKNAME = binary_to_bcd
export VERILOG_FILES = /design/flow/design.v
export SDC_FILE = /design/flow/constraint.sdc
export NUM_CORES = 4
export LEC_CHECK = 1
export CORE_AREA = 10 10 73 73
export DIE_AREA = 0 0 83 83
==> flow/constraint.sdc <==
current_design binary_to_bcd

set clk_period 4.7
set clk_io_pct 0.2

create_clock -name clk0 -period $clk_period

set non_clock_inputs [all_inputs -no_clocks]
set_input_delay [expr $clk_period * $clk_io_pct] -clock clk0 $non_clock_inputs
set_output_delay [expr $clk_period * $clk_io_pct] -clock clk0 [all_outputs]
==> job_summary.md <==
### Yosys + OpenROAD results

| Metric | Value |
|---|---|
| Main logic family | AND-OR/OR-AND gates |
| Post-synthesis adder-cell area fraction | 0% |
| Ports | 18 |
| Crit path time final | roughly 4.3 ns |
| Setup TNS | 0 ns |
| Initial Util | 18.8% |
| Post-CTS Hold Fix Bufs | 0 |
| Dpl hpwl | 1610 um |
| Count of input and output buffers | 16 |
| GP Congestion | around 0.89 |
| Critical Path RT | 3.76 ns |
| Worst hold endpoint | ONES[0] |
| Setup CP Type | primary input to primary output |
| Basic Gates by Area | 38.9% |
| Tool Warnings | 32 |
| Syn Area/Cell | roughly 6.5 sq um |
| Core Region | 3740 sq um |
| Outcome | completed |
| DRT Pass-1 Iters | 5 |
| Routed Antenna Nets | 0 |
| Total grt overflow | 0 |
| Hold depth | 0 |
| First-pass GRT wire length | 3380 um |
| Vias in the first global route | 750 |
| GR Util All Layers | 5.25% |
| RSZ-0062 raised after global routing | false |
| Largest net degree at the start of global routing | 21 |
| Post-CTS Setup Bufs | 0 |
| Worst vdd ir | 0.0199 mV |
| Dominant cell area share | ~6% |
| Routed length per placed instance | 12.0 um |
| Antenna fix cells | 0 |
| Yosys chip area | 704 sq um |
| Initial antenna violation count | 0 |
| Register area share after synthesis | 0% |
| Post-synthesis cell type count | 45 |
| XOR-XNOR Cells, Area Fraction | 4.97% |
| Crit. End Element | primary output |
| Setup slack after layout | approximately 0.38 ns |
| Layout cell share with drive strength beyond 1 | around 11% |
| # Cells Yosys | between 100 and 150 |
| PD cells | 101 nW/um^2 |
| Flop count | 0 |
| Core Rows | 22 |
| Worst slew pin tran | 0.402 ns |
| Cell Area, Synth | just over 700 sq um |
| Mapped Cells | 109 |
| Crit path max fanout | 12 |
| Fmax | approximately 230 MHz |
| Yosys top cell by area | nand2_1 |
| Final setup viols | 0 |
| Synth Area in Compound Gates | 41.0% |
| Register area | 0 sq um |
| Post-CTS sizing | 0 |
| Fin. max-slew vios | 0 |
| Main area contributors | nand2_1 (5.9%), o21ai_0 (5.0%), buf_6 (4.8%) |
| Final hold vios | 0 |
| Via Count | 842 |
| Hold Crit Class | primary input to primary output |
| Final Total Pwr | 91.8 uW |
| Top cells by count | nand2_1 (11), o21ai_0 (7), inv_1 (6) |
| Crit start category | primary input |
| Area grow syn2layout | 29.0% |
| Chip area | 6890 sq um |
| Setup WS pre-CTS | 0.405 ns |
| Leakage | 0.321 nW |
| Starting DRT DRC Count | 101 |
| Crit path DAT | roughly 3.4 ns |
| Number of clock buffers in the layout | 0 |
| Syn. warnings | 1 |
| Max-cap violation count | 0 |
| Hold wc startpoint | A[0] |
| Final WL | approximately 2000 um |
| Vias per Instance | 4.95 |
| Die width | 83 um |
| Die height | 83 um |
| Fin crit share | 91.9% |
| Slew HR | 73.2% |
| DRC Markers | 0 |
| Post-synth mux share | 0% |
| Top-count cell post-synth | nand2_1 |
[placed cells by master (no fill, tap or decap), types with 2 or more instances in the layout]
master | synthesis | routed
o21ai_0 | 7 | 7
nor3b_1 | 4 | 4
clkdlybuf4s50_1 | 0 | 16
and3_1 | 2 | 2
a31oi_1 | 4 | 4
a21oi_1 | 5 | 5
o221ai_1 | 2 | 2
o22ai_1 | 3 | 3
and2_1 | 2 | 2
nand3_1 | 2 | 2
nor3_1 | 5 | 5
a22oi_1 | 2 | 2
inv_1 | 6 | 6
nand2b_1 | 2 | 2
nor2_1 | 5 | 5
nand2_1 | 11 | 11
o21a_1 | 2 | 2
or3_1 | 3 | 3
o211ai_1 | 2 | 2
xnor2_1 | 3 | 3
buf_4 | 3 | 9
nor2b_1 | 4 | 4
[metal layers]
metal  part of all wire, %  vias to the layer above  wire length (um)  track usage [%]
met2                    48                       28               982             9.71
met5                     0                        -                 0                0
met4                     0                        0                 0                0
met1                    46                      380               928             6.59
met3                   6.0                        0               123            0.689
li1                      -                      434                 -                -
[worst max-delay path: stages]
cell             delay [ns]
clkdlybuf4s50_1        0.69
buf_4                  0.25
inv_1                  0.13
o221ai_1               0.22
a31oi_1                0.19
o31ai_1                0.34
a2bb2o_1               0.19
clkdlybuf4s50_1        0.46
[report_power, final]
part | internal [mW] | switching [mW]
Combinational | 0.0502 | 0.0416
Clock | 0 | 0
Sequential | 0 | 0
[worst max-delay path by stage]
| stage | from | endpoint | slack (ns) | cells after the start |
|---|---|---|---|---|
| after CTS | A[4] | ONES[1] | 0.39 | 7 |
| after global routing | A[5] | ONES[2] | 0.17 | 7 |
| final | A[4] | ONES[2] | 0.38 | 8 |
[per-stage QoR]
stage	utilization [%]	cell area, sq um	hold slack [ns]	instances
global route	24.3	908	1.88	170
floorplan	-	704	1.95	109
CTS	24.3	908	1.88	170
finish	24.3	908	1.88	170
global placement	24.3	908	1.88	170
detailed placement	24.3	908	1.88	170
[cell type report]
type,instances,area (sq um)
fillers,446,2840
multi-input cells,91,598
repair buffers,25,228
well taps,48,60.1
inverters,6,22.5
[cell families (layout without fill, tap and decap cells)]
| group | Yosys count | in the layout |
|---|---|---|
| simple gates | 47 | 47 |
| buf+inv | 18 | 31 |
| compound gates | 40 | 40 |
| xor+xnor | 4 | 4 |
Power is estimated from default activity; no workload was simulated.
